$ cat flow/design.v
`timescale 1ns / 1ps
module alu(
    input [31:0] a, b,
    input [4:0] shamt,
    input [3:0] alu_control,
    input is_shift,
    output reg [31:0] result,
    output zero
);
    always @(*) begin
        case(alu_control)
            4'b0000: result = a + b;     
            4'b0010: result = a + b;     
            4'b1010: result = a - b;
            4'b1011: result = a - b;
            4'b1101:result = a-b;
            4'b0100: result = a & b;     
            4'b0101: result = a | b;     
            4'b0110: result = is_shift ? (b << shamt) : (a << b);    
            4'b0111: result = is_shift ? (b >> shamt) : (a >> b);    
            4'b1000: result = is_shift ? ($signed(b) >>> shamt) : ($signed(a) >>> b);    
            default: result = 32'b0;
        endcase
    end
    assign zero = (result == 32'b0);
endmodule
$ cat flow/run.sh
#!/bin/bash
# OpenROAD 26Q1-2900-gdf79404cd8, Yosys 0.63+post, stock flow scripts
make -C /OpenROAD-flow-scripts/flow DESIGN_CONFIG=/design/flow/config.mk WORK_HOME=/design/flow/orfs finish
$ cat flow/config.mk
export PLATFORM = sky130hd
export DESIGN_NAME = alu
export DESIGN_NICKNAME = alu
export VERILOG_FILES = /design/flow/design.v
export SDC_FILE = /design/flow/constraint.sdc
export NUM_CORES = 4
export LEC_CHECK = 1
export CORE_UTILIZATION = 50
$ cat flow/constraint.sdc
current_design alu

set clk_period 13.7
set clk_io_pct 0.2

create_clock -name clk0 -period $clk_period

set non_clock_inputs [all_inputs -no_clocks]
set_input_delay [expr $clk_period * $clk_io_pct] -clock clk0 $non_clock_inputs
set_output_delay [expr $clk_period * $clk_io_pct] -clock clk0 [all_outputs]
==> metrics.cfg <==
[yosys]
ys_types = 103
topCellsByArea = mux4_2, mux2i_1, mux2_2, nand2_1, a21oi_1
ys_cells = 1751
most_common_cell = nand2_1
synth_warnings = 1
synthCells = 1751
ys_seq_share = 0
top_area_frac = 0.1938
syn_area_um2 = 13360
ys_chip_area_um2 = 13360
yosys.area.top_type = mux4_2
syn_avg_cell_area_um2 = 7.632
synthTopCellsByCount = nand2_1, nor2_1, a21oi_1

[job]
cap_violations = 0
warnings = 34

[floorplanning]
core_area_um2 = 26130
initCoreUtil = 0.5113
die_h_um = 165.5
io_pins = 107
die-area_um2 = 27380
placementRows = 59
die_width_um = 165.5

[sta]
tightest_slew_ns = 1.302
tns_ns = 0
setup_violations = 0
grt_setup_unrepaired = false
period_used_share = 0.8968
drv_slew = 0
final_hold_viol_count = 0
min_period_ns = 12.29
fmax_mhz = 81.39
maxSlewHeadroom = 0.1321

[worst_setup_path]
crit_path_cell_trace = clkdlybuf4s50_1 -> or2_2 -> nor2_1 -> nand2_1 -> o31ai_1 -> xor2_1 -> ha_1 -> and3_1 -> a221oi_1 -> a21o_1 -> nand3_1 -> a311oi_1 -> nand4b_1 -> nor4_1 -> and4b_1 -> nand4_1 -> nor3_2 -> clkdlybuf4s50_1
crit_cells = 18
required_ns = 10.96
max_stage_delay_ns = 0.93
cp-startpoint = b[5]
cp.arrival_ns = 9.55
cp_slowest_cell = a311oi_1
cp-end-kind = primary output
worstPathMaxFanout = 9
cp-start-kind = input pin
endpoint = zero
critPathKind = input pin to primary output
crit_family = simple AND/OR/NAND/NOR gates
crit_path_frequent_cell = clkdlybuf4s50_1
worst-path-buf-inv = 2

[run_status]
status = finished, final reports clean

[power_and_ir_drop]
ir_worst_vdd_uv = 34.95
total_power_uw = 752.3
power_density_nw_per_um2 = 51.80
p_leak_nw = 5.243

[cells_and_area]
synthToLayoutAreaGrowth_pct = 8.680
flop_area_um2 = 0
drive_gt1_frac = 0.1875
clkbuf_count = 0
ff_count = 0

[clock_tree]
post_cts.repair.setup_buffers = 0
post_cts_resized = 0
ctsHoldBuffers = 0

[global_route]
grt_pass1_wl_um = 110900
grt_pass1_vias = 15470
grt_max_degree = 68
grt.total_usage = 0.5975
overflow = 0
antenna_found_initial = 10

[placed_design]
io_buffer_count = 107
dp_hpwl_um = 59370
finalWeightedCongestion = 1.182

[min_path]
min_path_type = input pin to primary output

[drt]
firstDrtPassIters = 25
vias_per_cell = 8.207
drt_iter0_drc = 2854
num_vias = 17120
post_drt_wl_per_cell_um = 37.97
ant_nets = 0
drc = 0
routed_wl_um = 79200

## logic make-up after synthesis
group                    count (synthesis)  synth area share
AND-OR/OR-AND                          565            0.2909
XOR/XNOR                                47           0.03080
adder cells (fa/ha/maj)                 59           0.05131
buffers and inverters                  232           0.08155
multiplexers                           293            0.3360
AND/OR/NAND/NOR                        555            0.2095
## per-layer routing
layer / track usage / share of wire / up-vias / wire (µm)
met2: 0.7833 / 0.38 / 1807 / 30420
met5: 0.2083 / 0.0095 / - / 749
li1: - / - / 6876 / -
met1: 0.7250 / 0.34 / 7894 / 26650
met4: 0.3579 / 0.090 / 24 / 7102
met3: 0.3603 / 0.18 / 518 / 14280
## metrics by stage
stage                     worst slack, ns  hold WS (ns)  instances  instance area (µm²)  utilization
final                               1.414         6.741       2086                14520       0.5557
after global placement              1.732         6.678       2078                14490       0.5546
after floorplan                     3.846         5.726       1751                13360            -
after CTS                           1.669         6.682       2078                14490       0.5546
after global routing                1.405         6.719       2083                14520       0.5554
after detailed placement            1.698         6.685       2078                14490       0.5546
## cells in the final DEF (no fill, tap or decap), types with 12 or more instances in the layout
cell type and count:
xor2_1 22, o31ai_1 18, inv_1 26, nand2_1 167
mux2i_1 105, o22ai_1 13, nand3_1 38, a31oi_1 27
a211o_1 13, nor2_1 151, mux2_2 62, a21oi_1 116
clkdlybuf4s50_1 97, maj3_1 24, nor3_1 31, and3_1 13
o211ai_1 37, or2_2 13, nor2b_1 14, ha_1 34
nand4_1 22, a211oi_1 29, mux4_2 115, buf_4 90
o221ai_1 13, a32oi_1 12, nand2b_1 17, xnor2_1 25
a21o_1 23, o21ai_0 98
## final cells by class
type               instances  area [µm²]
multi-input cells       1519       12290
fillers                 2380       11610
repair buffers           193        1677
well taps                335       419.2
inverters                 32       120.1
diodes                     7       17.52
## report_power, final
part | internal, mW | leakage, nW | total (mW) | switching (mW)
clock network | 0.0000000153 | 0.0000509 | 0.0000000154 | 0
logic | 0.287 | 5.24 | 0.752 | 0.465
registers | 0 | 0 | 0 | 0
total | 0.287 | 5.24 | 0.752 | 0.465
## how the worst min path moves through the flow
stage	start	to	slack, ns	cells after the start
6_report	is_shift	result[4]	6.74	4
5_1_grt	is_shift	result[4]	6.72	4
4_1_cts	is_shift	result[4]	6.68	4
Power is estimated from default activity; no workload was simulated.
