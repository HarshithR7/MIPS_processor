## /design/flow/run.sh

```bash
#!/bin/bash
# OpenROAD 26Q1-2900-gdf79404cd8, Yosys 0.63+post, stock flow scripts
make -C /OpenROAD-flow-scripts/flow DESIGN_CONFIG=/design/flow/config.mk WORK_HOME=/design/flow/orfs finish
```

## /design/flow/config.mk

```make
export PLATFORM = sky130hd
export DESIGN_NAME = IF_ID_reg
export DESIGN_NICKNAME = IF_ID_reg
export VERILOG_FILES = /design/flow/design.v
export SDC_FILE = /design/flow/constraint.sdc
export NUM_CORES = 4
export LEC_CHECK = 1
export CORE_UTILIZATION = 50
```

## /design/flow/constraint.sdc

```tcl
current_design IF_ID_reg

set clk_period 1.0
set clk_io_pct 0.2

create_clock -name clk0 -period $clk_period [get_ports {clk}]

set non_clock_inputs [all_inputs -no_clocks]
set_input_delay [expr $clk_period * $clk_io_pct] -clock clk0 $non_clock_inputs
set_output_delay [expr $clk_period * $clk_io_pct] -clock clk0 [all_outputs]
```

## /design/flow/design.v

```verilog
`timescale 1ns / 1ps
module IF_ID_reg (
    input clk,
    input reset,
    input [31:0] instruction_in,
    input [31:0] pc_plus4_in,
    output reg [31:0] instruction_out,
    output reg [31:0] pc_plus4_out
);
    always @(posedge clk or posedge reset) begin
        if (reset) begin
            instruction_out <= 32'b0;
            pc_plus4_out <= 32'b0;
        end else begin
            instruction_out <= instruction_in;
            pc_plus4_out <= pc_plus4_in;
        end
    end
endmodule
```

==> out/metrics.sh <==
FP-ROW-COUNT=20
POSTSYNTHSEQSHARE=0.998
SYNTHSIMPLEGATEAREAFRAC=0
IO_PINS=130
POST_SYNTH_AO_OA_AREA_FRACTION=0
DIE_WIDTH_UM=58.7
SYNTHADDERAREAFRAC=0
POST_SYNTH_MAIN_LOGIC_FAMILY='buffers and inverters'
XOR_AREA_FRAC=0
OUTCOME='did not finish'
YOSYS_WARNINGS=1
SYNTH_CHIP_AREA_UM2=1610
FIRST_ERR='[ERROR DPL-0036] Detailed placement failed.'
SYNTHESIS.INSTANCES=65
POST_SYNTH_MUX_AREA_SHARE=0
POST_SYNTH_INSTANCE_AREA_UM2=1610
YOSYS.AREA.TOP_TYPE_SHARE=0.998
SYNTH_TOP_CELL_BY_AREA='dfrtp_1'
SYNTH_FLOP_COUNT=64
FLOORPLANUTILIZATION=0.526
WEIGHTED_CONGESTION_REPORTED_AT_THE_END_OF_ROUTABILITY_DRIVEN_PLACEMENT=0.729
YS_CELLS=65
FLOORPLAN.DIE.HEIGHT_UM=58.7
SYNTHESIS.AREA_PER_INSTANCE_UM2=24.7
YOSYS.CELL_TYPES.COUNT=2
PORT_BUFFERS=129
TOP_CELLS_BY_AREA='dfrtp_1, inv_1'
FAILED_STAGE='3_5_place_dp'
cell families after synthesis:
family | Yosys count
DFF | 64
buffers and inverters | 1
Yosys cell counts, drive strengths merged:
library cell   n
dfrtp         64
inv            1
stage by stage:
stage	hold slack (ps)	setup slack, ps	cells
after global placement	503	17.6	242
after floorplan	231	114	65
