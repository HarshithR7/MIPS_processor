**design.v**
```verilog
`timescale 1ns / 1ps
module control_unit(
    input [5:0] opcode,
    input [5:0] funct,
    output reg reg_dst,
    output reg branch,
    output reg mem_read,
    output reg mem_to_reg,
    output reg [3:0] alu_op,
    output reg mem_write,
    output reg alu_src,
    output reg reg_write,
    output reg jump,          
    output reg branch_type,
    output reg is_shift
);
    parameter R_TYPE = 6'b000000;
    parameter LW     = 6'b100011;
    parameter SW     = 6'b101011;
    parameter BEQ    = 6'b000100;
    parameter BNE    = 6'b000101;
    parameter ADDI   = 6'b001000;
    parameter ANDI   = 6'b001100;
    parameter ORI    = 6'b001101;
    parameter J      = 6'b000010;   
    always @(*) begin
        reg_dst = 0;
        branch = 0;
        mem_read = 0;
        mem_to_reg = 0;
        alu_op = 4'b0000;
        mem_write = 0;
        alu_src = 0;
        reg_write = 0;
        jump = 0;
        is_shift = 0;
        branch_type = 0;
        case(opcode)
            R_TYPE: begin
                reg_dst = 1;
                reg_write = 1;
                case(funct)
                    6'b100000: begin  
                        alu_op = 4'b0010;
                    end
                    6'b100010: begin  
                        alu_op = 4'b1010;
                    end
                    6'b100100: begin  
                        alu_op = 4'b0100;
                    end
                    6'b100101: begin  
                        alu_op = 4'b0101;
                    end
                    6'b000000: begin  
                        alu_op = 4'b0110;
                        is_shift = 1;
                    end
                    6'b000010: begin  
                        alu_op = 4'b0111;
                        is_shift = 1;
                    end
                    6'b000011: begin  
                        alu_op = 4'b1000;
                        is_shift = 1;
                    end
                endcase
            end
            ADDI: begin
                alu_src = 1;
                reg_write = 1;
                alu_op = 4'b0010;  
                reg_dst = 0;       
                mem_to_reg = 0;    
                branch = 0;
                jump = 0;
                mem_read = 0;
                mem_write = 0;
                is_shift = 0;
            end
ANDI: begin
    alu_src = 1;
    reg_write = 1;
    alu_op = 4'b0100;  
    reg_dst = 0;       
    mem_to_reg = 0;    
    branch = 0;
    jump = 0;
    mem_read = 0;
    mem_write = 0;
    is_shift = 0;
end
ORI: begin
    alu_src = 1;
    reg_write = 1;
    alu_op = 4'b0101;  
    reg_dst = 0;       
    mem_to_reg = 0;    
    branch = 0;
    jump = 0;
    mem_read = 0;
    mem_write = 0;
    is_shift = 0;
end
            LW: begin
                alu_src = 1;
                mem_to_reg = 1;
                reg_write = 1;
                mem_read = 1;
                alu_op = 4'b0010;  
            end
            SW: begin
                alu_src = 1;
                mem_write = 1;
                alu_op = 4'b0010;  
            end
            BEQ: begin
                branch = 1;
                branch_type = 0;
                alu_op = 4'b1011; 
                alu_src=0;
                reg_write=0;
            end
            BNE: begin
                branch = 1;
                branch_type = 1;
                alu_op = 4'b1101;  
                alu_src=0;
                reg_write=0;
            end
            J: begin
                jump = 1;
                reg_write = 0;
                alu_op = 4'b0000;  
                branch = 0;       
                mem_write = 0;     
                mem_read = 0;      
                alu_src = 0;       
            end
        endcase
    end
endmodule
```
**run.sh**
```bash
#!/bin/bash
# OpenROAD 26Q1-2900-gdf79404cd8, Yosys 0.63+post, stock flow scripts
make -C /OpenROAD-flow-scripts/flow DESIGN_CONFIG=/design/flow/config.mk WORK_HOME=/design/flow/orfs finish
```
**config.mk**
```make
export PLATFORM = sky130hd
export DESIGN_NAME = control_unit
export DESIGN_NICKNAME = control_unit
export VERILOG_FILES = /design/flow/design.v
export SDC_FILE = /design/flow/constraint.sdc
export NUM_CORES = 4
export LEC_CHECK = 1
export CORE_AREA = 10 10 70 70
export DIE_AREA = 0 0 80 80
```
**constraint.sdc**
```tcl
current_design control_unit

set clk_period 2.0
set clk_io_pct 0.2

create_clock -name clk0 -period $clk_period

set non_clock_inputs [all_inputs -no_clocks]
set_input_delay [expr $clk_period * $clk_io_pct] -clock clk0 $non_clock_inputs
set_output_delay [expr $clk_period * $clk_io_pct] -clock clk0 [all_outputs]
```
==> Slide: Implementation Results <==
Key Metrics from the Run

Status
  • Status: complete, no violations

Setup path
  • Peak fanout along the critical path: 6
  • Crit path DRT: 1.60 ns
  • Bufs and invs on worst path: 3
  • Critical-path cell list: buf_2, buf_6, nand4b_1, nor3_2, clkdlybuf4s50_1
  • CP top delay family: buffers and inverters
  • Slowest CP cell: clkdlybuf4s50_1
  • Crit path DAT: between 1.5 and 2 ns
  • CP startpoint kind: primary input
  • Max incr delay on CP: roughly 0.50 ns
  • Crit path kind: in -> out
  • Crit. End Element: primary output

Global routing
  • Vias in the first global route: 495
  • Gr ovfl total: 0
  • Antenna violations before repair: 0
  • Largest net degree at the start of global routing: 8
  • GR Util All Layers: 4.387%
  • First-pass GRT wire length: 2332 µm

Timing
  • Fin crit period: 1.928 ns
  • Final setup viols: 0
  • Fin. max-slew vios: 0
  • Final Hold Fails: 0
  • Total negative slack: 0 ns
  • Worst slew margin: 82.53%
  • Max frequency: 0.5188 GHz
  • Tightest Pin Transition: between 0.2 and 0.3 ns
  • RSZ-0062 raised after global routing: no
  • Period utilization: 96.38%

Yosys
  • Mapped Area: slightly below 300 µm²
  • Netlist cell types: 29
  • Register area share after synthesis: 0%
  • Syn avg cell area: 6.911 µm²
  • # Cells Yosys: 42
  • YS chip area: 290.3 µm²
  • Yosys warning count: 1
  • Dominant cell area share: 8.621%
  • Area leader, netlist: nor3_1
  • Syn Inst Count: 42
  • Top cells, area: nor3_1, a21oi_1, xnor2_1, a2111oi_2, or4b_4

Drt
  • Drt drc: 0
  • Initial DRC count: 26
  • Vias per cell: 3.778
  • First-pass iteration count of the detailed router: 4
  • # diodes: 0
  • Drt total wl: 1463 µm
  • Post-route ant nets: 0
  • Drt wl/cell: 11.61 µm
  • DR vias: 476

Finish
  • Final Util: between 20% and 30%
  • Ratio of cells with drive above 1 in the final layout: between 40% and 50%
  • Area grow syn2layout: 148.3%
  • CLK BUF: 0
  • Flop Count: 0
  • Sequential cell area: 0 µm²
  • Final Instance Area: 720.7 µm²
  • Finished Layout Cells: 126

Run
  • OpenROAD warning count: 32
  • Total of max-cap violations: 0

Die
  • Chip width: 80 µm
  • Core ar.: 3416 µm²
  • Row count: 21
  • DIE HEIGHT: approximately 80 µm
  • FP Util: 8.498%
  • IO Count: 26
  • Chip footprint: 6400 µm²

Place
  • DP Cell Count: 123
  • Cell Area, Placed: around 680 µm²
  • Routability cong.: about 0.79
  • Port bufs: 26
  • Hpwl dp: approximately 1200 µm

Power
  • Power, Total: 0.09428 mW
  • Pleak: 0.3283 nW
  • PwrDens: 130.8 nW/µm²
  • Max VDD drop: ~0.035 mV

Clock tree
  • Post-CTS Hold Buffers: 0

Min path
  • Hold Path Class: in -> out
==> cell type report <==
| cell class | count | area [µm²] |
|---|---|---|
| fillers | 373 | 2695 |
| repair buffers | 42 | 341.6 |
| multi-input cells | 36 | 314.1 |
| well taps | 46 | 57.56 |
| inverters | 2 | 7.507 |
==> cell usage in the layout, fill, tap and decap left out, drive strengths merged, types with 2 or more instances in the layout <==
master and count:
a21oi 4, buf 23, dlygate4sd2 16, inv 2, nand2b 2, nand3 2
nor2 3, nor3 5, nor4 2, o22ai 2, xnor2 2
==> cell usage after synthesis (all sizes together) <==
cell type,number
a2111oi,1
a21oi,4
a31oi,1
and2,1
and3b,1
buf,4
inv,2
nand2,1
nand2b,2
nand3,2
nand4,1
nand4b,1
nor2,3
nor3,5
nor3b,1
nor4,2
o221ai,1
o22ai,2
o32ai,1
o41a,1
or2b,1
or3,1
or4b,1
xnor2,2
==> worst min-delay path: cells and delay by family <==
family,cells,cell delay [ns]
buf+inv,2,0.19
compound gates,1,0.07
==> metal layers <==
layer	global-route usage [%]	vias up	share of wire, %	wire length (µm)
met5	0	-	0	0
met4	0	0	0	0
met3	1.136	0	8.7	128
met2	7.464	20	47	687
met1	5.735	216	44	646
li1	-	240	-	-
==> cell families after synthesis <==
kind of cell	share of synthesized area (%)
AND-OR/OR-AND	28.45
buffers and inverters	12.50
XOR/XNOR	6.036
AND/OR/NAND/NOR	53.02
==> what timing repair did <==
action | in CTS | in global routing
pin swaps | 10 | 1
setup endpoints to repair | 14 | 4
gates resized | 59 | 6
setup buffers | 4 | 0
==> per-stage QoR <==
step                worst slack [ns]  hold WS, ns
detailed placement           -0.6207        1.820
global placement             -0.6273        1.804
finish                       0.07237        1.053
floorplan                     0.3847       0.8154
CTS                         0.003037        1.204
global route                0.007992        1.067
==> power breakdown <==
| group | leakage, nW | switching (mW) | internal [mW] |
|---|---|---|---|
| registers | 0 | 0 | 0 |
| logic | 0.328 | 0.0442 | 0.0501 |
| clock network | 0 | 0 | 0 |
| total | 0.328 | 0.0442 | 0.0501 |
==> path summary, 6_finish.rpt <==
check	cells after the start	from	to
worst max-delay path	5	opcode[1]	mem_read
worst min-delay path	3	opcode[4]	alu_op[1]
Power is estimated from default activity; no workload was simulated.
